<file path="./design.v">
module DataMemory (
    input logic clk,
    input logic [31:0] address,
    input logic [31:0] write_data,
    input logic mem_write,
    input logic mem_read,
    output logic [31:0] read_data
);
    logic [31:0] data_memory [0:255];
    always_ff @(posedge clk) begin
        if (mem_write) begin
            data_memory[address >> 2] <= write_data;
        end
    end
    always_comb begin
        if (mem_read) begin
            read_data = data_memory[address >> 2];
        end else begin
            read_data = 32'b0;
        end
    end
endmodule
</file>
<file path="./run.sh">
#!/bin/bash
# OpenROAD 26Q1-2900-gdf79404cd8, Yosys 0.63+post, stock flow scripts
make -C /OpenROAD-flow-scripts/flow DESIGN_CONFIG=/design/flow/config.mk WORK_HOME=/design/flow/orfs finish
</file>
<file path="./config.mk">
export PLATFORM = sky130hd
export DESIGN_NAME = DataMemory
export DESIGN_NICKNAME = DataMemory
export VERILOG_FILES = /design/flow/design.v
export SDC_FILE = /design/flow/constraint.sdc
export NUM_CORES = 4
export LEC_CHECK = 1
export CORE_UTILIZATION = 40
export SYNTH_MEMORY_MAX_BITS = 65536
</file>
<file path="./constraint.sdc">
current_design DataMemory

set clk_period 56.5
set clk_io_pct 0.2

create_clock -name clk0 -period $clk_period [get_ports {clk}]

set non_clock_inputs [all_inputs -no_clocks]
set_input_delay [expr $clk_period * $clk_io_pct] -clock clk0 $non_clock_inputs
set_output_delay [expr $clk_period * $clk_io_pct] -clock clk0 [all_outputs]
</file>
==> flow_summary.json <==
{
  "status": "finished, final reports clean",
  "min-delay-start": "write_data[6]",
  "edf_count": 8192,
  "top_cells_by_count": "edfxtp_1 (8192), mux2i_1 (1418), mux4_2 (1154)",
  "power_leakage_nw": 112.4,
  "p_int_mw": 9.670,
  "synth.logic.top_family": "multiplexers",
  "place.port_buffers": 74,
  "cts_sinks": 8192,
  "simple_gate_area_share_pct": 2.218,
  "track_usage_pct": 25.08,
  "hp-class": "primary input to register",
  "firstDrtPassIters": 8,
  "wl_per_cell_um": 33.12,
  "largest_reg_flops": 8192,
  "tool_warnings": 56,
  "adder_share_pct": 0,
  "path_buffers": 11,
  "grt_pass1_vias": 167327,
  "ff_latch_area_mm2": 0.2460,
  "synth_top_area_share_pct": 78.30,
  "clock_path_buffers": 4,
  "post_cts_resized": 0,
  "fillers": 64120,
  "place_congestion": 0.9113,
  "grt_max_degree": 117,
  "route.detailed.drc": 0,
  "drv_cap": 0,
  "drive_gt1_share_pct": 22.54,
  "top_area_cell": "edfxtp_1",
  "crit_type": "primary input to output port",
  "clock_power_share_pct": 40.9,
  "dieWidth_um": 888.2,
  "combGateArea_mm2": 0.06579,
  "ys_area_mm2": 0.3142,
  "design.portCount": 99,
  "mux_area_share_pct": 14.04,
  "slew_headroom_pct": 20.62,
  "max_slew.worst_pin.slew_ns": 1.161,
  "yosys_cells": 15303,
  "required_ns": 45.20,
  "coreArea_mm2": 0.7828,
  "yosys.stat.seqShare_pct": 78.30,
  "hold_depth": 1,
  "synth_area_mm2": 0.3142,
  "worstPathMaxFanout": 82,
  "synth.yosys.warnings": 1,
  "power.density_mw_per_mm2": 34.63,
  "setup_viol": 0,
  "synthDistinctLibCells": 56,
  "cts_inserted_buffers": 795,
  "synthCells": 15303,
  "cts_hold_buf": 0,
  "grt-ovfl-total": 0,
  "largest-register": "data_memory",
  "p_seq_share_pct": 54.2,
  "end_kind": "output port",
  "wirelength_um": 902700,
  "antenna_found_initial": 51,
  "routed_via_density": 5.756,
  "setup_tns_ns": 0,
  "postRouteAntennaNets": 0,
  "tritoncts": "built",
  "top_regs": "data_memory x8192",
  "topCellsByArea": "edfxtp_1 (78%), mux4_2 (8.3%), mux2i_1 (4.5%)",
  "cp_cell_sequence": "buf_16, buf_4, buf_4, buf_12, buf_4, buf_4, buf_4, buf_4, buf_4, mux2i_1, o22ai_1, nor4_1, nand4_1, a21oi_1, a2111oi_2, buf_4, clkdlybuf4s50_1",
  "rsz0062_at_grt": "no",
  "syn_to_final_growth_pct": 13.74,
  "switching_share_pct": 21.84,
  "num_vias": 156899,
  "hold_viol_final": 0,
  "ir_drop_uv": 36.44,
  "crit_family": "buffers and inverters",
  "period_used_pct": 54.32,
  "power_switching_mw": 2.702,
  "path_clk_slew_ns": 0.06,
  "final.min_clock_period_ns": 30.69,
  "initial_core_util_pct": 40.13,
  "htree_levels": 6,
  "cts.repair_timing.setup_buffer_count": 0,
  "drt_iter0_markers": 10842,
  "ff_type": "edfxtp_1",
  "hold_ws_ns": 10.48,
  "ys_sh_xor_pct": 0,
  "ys_ff": 8192,
  "top_cell": "edfxtp_1",
  "post-dp-hpwl_um": 523600,
  "crit_path_max_incr_delay_ns": 0.67,
  "drv_slew": 0,
  "cts-root-buf": "clkbuf_16",
  "startpoint_type": "primary input",
  "cpMostUsedCell": "buf_4",
  "totalPowerFinal_mw": 12.37,
  "grt_first_pass_wirelength_um": 1262000,
  "syn_area_per_cell_um2": 20.53,
  "dieArea_mm2": 0.7889,
  "synthArstFlopShare_pct": 0,
  "cp_data_arrival_time_ns": 19.39,
  "max_freq_ghz": 0.03258,
  "aoi_share_pct": 3.926,
  "min_to": "data_memory[214][6]",
  "p_comb_share_pct": 4.9,
  "row_count": 325,
  "slowest_stage": "buf_4",
  "die_y_um": 888.2
}
layout by cell type (no fill, tap or decap), drive strengths merged, types with 31 or more instances in the layout:
cell type	count
a2111oi	186
a211oi	181
a21oi	383
a221oi	126
a22o	32
a22oi	70
and3	34
buf	918
bufinv	39
clkbuf	1012
clkdlybuf4s50	33
clkinv	360
edfxtp	8192
mux2	348
mux2i	1418
mux4	1154
nand2	167
nand3	181
nand4	135
nor2	480
nor2b	192
nor3	38
nor4	95
o211ai	31
o21ai	354
o221ai	62
o22ai	416
or4	31
metrics by stage:
stage	utilization (%)	setup slack [ns]	std cells	instance area, um2
3_5_place_dp	42.50	25.75	25795	332700
2_1_floorplan	-	31.78	15303	314200
4_1_cts	45.64	25.72	27230	357300
6_report	45.65	25.81	27256	357300
3_3_place_gp	42.50	25.73	25795	332700
5_1_grt	45.64	25.29	27240	357300
worst max-delay path by stage:
stage | from | end | slack (ns) | depth (start not counted)
6_report | address[3] | read_data[8] | 25.81 | 17
4_1_cts | address[3] | read_data[8] | 25.72 | 17
5_1_grt | address[3] | read_data[8] | 25.29 | 17
cells by family after synthesis:
| logic type | Yosys count |
|---|---|
| buf+inv | 927 |
| mux | 2920 |
| flops | 8192 |
| compound gates | 1877 |
| simple gates | 1387 |
routing by layer:
layer	vias to the layer above	share of wire, %	GRT usage (%)
li1	65605	-	-
met1	78453	30	27.94
met2	11129	43	33.65
met3	1625	22	24.21
met4	87	4.4	8.218
met5	-	0.41	3.372
cell type report:
type | instances | share of cell area, %
Inverter | 3 | 0.005252
Clock buffer | 1011 | 5.830
Sequential cell | 8192 | 68.84
Timing Repair Buffer | 952 | 2.173
Clock inverter | 424 | 1.056
Multi-Input combinational cell | 6184 | 18.41
Antenna cell | 26 | 0.01821
Tap cell | 10464 | 3.664
power groups by stage:
stage / combinational, mW / clock, mW / sequential (mW)
4_1_cts: 0.607 / 5.13 / 6.70
5_1_grt: 0.646 / 5.36 / 6.70
6_report: 0.609 / 5.06 / 6.70
Power figures rest on the tool's default switching activity, not on a simulated workload.
