--- flow/run.sh ---
#!/bin/bash
# OpenROAD 26Q1-2900-gdf79404cd8, Yosys 0.63+post, stock flow scripts
make -C /OpenROAD-flow-scripts/flow DESIGN_CONFIG=/design/flow/config.mk WORK_HOME=/design/flow/orfs finish
--- flow/config.mk ---
export PLATFORM = sky130hd
export DESIGN_NAME = alu
export DESIGN_NICKNAME = alu
export VERILOG_FILES = /design/flow/design.v
export SDC_FILE = /design/flow/constraint.sdc
export NUM_CORES = 4
export LEC_CHECK = 1
export CORE_UTILIZATION = 30
--- flow/constraint.sdc ---
current_design alu

set clk_period 24.0
set clk_io_pct 0.2

create_clock -name clk0 -period $clk_period

set non_clock_inputs [all_inputs -no_clocks]
set_input_delay [expr $clk_period * $clk_io_pct] -clock clk0 $non_clock_inputs
set_output_delay [expr $clk_period * $clk_io_pct] -clock clk0 [all_outputs]
--- flow/design.v ---
module alu (
    input wire [31:0] A,
    input wire [31:0] B,
    input wire [3:0] opcode,
    output reg [32:0] C,
    output reg fZ,        
    output reg fC,        
    output reg fN,        
    output reg fV,        
    );
    always @(*) begin
        case (opcode)
        4'b0000: C = A + B;         
        4'b0001: C = A - B;         
        4'b0010: C = A & B;         
        4'b0011: C = A | B;         
        default: C = 32'b0;          
    endcase
      fZ = (C == 0);
      fC = (C < A) || (C < B);
      fN = C[63];
      fV = ((A[31] == B[31]) && (C[31] != A[31])) ||
           ((A[31] != B[31]) && (C[31] == A[31]));
end
endmodule
==> reports/summary.txt <==
Number of fill cells - 1688
Critical Path RT - 19200 ps
WL per Instance - 17.9 um
Post-route antenna net violation count - 0
Count of tool warnings - 35
Adder Share, Synth - 27.1%
Power Density - 24.6 nW/um^2
Min-delay worst type - in -> out
Vias in the first global route - 5332
Fin crit share - 71.2%
Slew headroom - 37.0%
Clock buffers - 0
Final HPWL DP - 15200 um
P&R area growth vs syn - 26.2%
Seq/Total Area, Yosys - 0%
Via/cell ratio - 5.53
Leak - 2.84 nW
Yosys chip area - 4830 sq um
Non-filler cells in the finished layout - 1016
Final Hold Viols - 0
WHS - 10720 ps
Endpoint type of the worst setup path - output port
Hold_buf cts - 0
Fin. max-slew vios - 0
Crit path kind - in -> out
First-pass GRT wire length - 28700 um
Mux frac, synth - 0%
Max rail drop VDD - 9.29 uV
Starting DRT DRC Count - 443
Highest Clock Rate - 0.0585 GHz
Gpl congestion - 0.978
Number of diodes - 0
WP data arrival - 12300 ps
Compound Share, Synth - 35.3%
Synth logic family - AND-OR/OR-AND gates
Via count - 5614
First-pass DRT Iterations - 21
Final min period - 17100 ps
# setup viols final - 0
Full die area - 16600 sq um
Die W - 129 um
Ports - 105
Initial antenna violation count - 0
RSZ-0062 raised after global routing - false
Xor+xnor area frac - 9.78%
GRT Residual Overflow - 0
Max-Cap Viols - 0
DIE HEIGHT - 129 um
Seq_cells - 0
Slew @ Worst Pin - 942 ps
Post-CTS Setup Bufs - 0
GRT Total Usage - 22.2%
Row cnt - 46
Status - finished clean
FF/Latch Area - 0 sq um
Number of cells in Yosys stat - 713
Cell Area, Placed - 6100 sq um
DRC violations left - 0
Pin count of the biggest net entering global routing - 33
Cell Type Count - 69
Share of post-route cells with drive strength above 1 - 2.75%
Yosys simple share - 20.0%
Crit start category - input port
# resized after CTS - 0
DP Cell Count - 1016
Total wire length - 18100 um
Setup total negative slack - 0 ps
Design area - 6100 sq um
Mapped Avg Cell Area - 6.78 sq um
Ys Warns - 2
CORE AREA - 15800 sq um
Floorplan Utilization - 30.5%
Syn Inst Count - 713
Synthesized area - 4830 sq um
Port Buffers - 104
Max FO, Critical Path - 19
[worst max-delay path, cell delays in order]
cell	delay, ps
clkdlybuf4s50_1	860
clkinv_1	620
nand2_1	750
nor2_1	290
buf_4	280
a21oi_1	170
xnor2_1	80
ha_1	420
nand2_1	90
o21ai_0	340
a32o_1	180
a21o_1	180
o22ai_2	150
o41ai_1	390
xnor2_1	110
a221oi_1	680
ha_1	370
a2111oi_0	620
o211ai_1	170
a31oi_1	250
clkdlybuf4s50_1	500
[through the flow]
stage	total power [mW]	setup slack, ps	utilization (%)
2_1_floorplan	0.0938	9950	-
3_3_place_gp	0.148	7200	38.5
3_5_place_dp	0.147	7110	38.5
4_1_cts	0.148	7040	38.5
5_1_grt	0.165	6420	38.5
6_report	0.150	6900	38.5
[logic make-up (layout without fill, tap and decap cells)]
kind of cell / count (synthesis) / count (layout)
adder cells (fa/ha/maj): 105 / 105
other: 1 / 1
buffers and inverters: 98 / 185
AND-OR/OR-AND: 267 / 267
XOR/XNOR: 54 / 54
AND/OR/NAND/NOR: 188 / 188
[layout make-up]
cell class	count	area, sq um	area share (%)
well taps	216	270	4.43
inverters	74	278	4.55
multi-input cells	615	4460	73.1
repair buffers	111	1090	17.9
[synthesized netlist by cell type (5+ instances only)]
master,n,area share (%)
a211oi_1,10,1.6
a21o_1,33,5.1
a21oi_1,80,8.3
a221oi_1,5,0.91
a31oi_1,15,1.9
and3_1,7,0.91
clkbuf_1,19,1.5
ha_1,99,26
inv_1,72,5.6
maj3_1,5,1.0
nand2_1,43,3.3
nand2b_1,5,0.65
nand3_1,13,1.3
nand4_1,21,2.7
nor2_1,49,3.8
nor2b_1,6,0.78
nor3_1,12,1.2
o211ai_1,7,1.1
o21a_1,8,1.2
o21ai_0,52,5.4
o21bai_1,5,0.78
o22ai_1,5,0.65
o31ai_1,8,1.2
or3_1,5,0.65
xnor2_1,42,7.6
xor2_1,12,2.2
[final timing paths]
kind / start / to / slack [ps] / depth (start not counted)
setup / recovery: opcode[1] / fC / 6900 / 21
hold / removal: B[28] / C[28] / 10720 / 4
[per-layer routing]
layer | track usage (%) | wire, um | vias up
met1 | 33.3 | 8860 | 2548
met3 | 2.29 | 1280 | 14
met2 | 35.0 | 7830 | 220
met5 | 0 | 0 | -
li1 | - | - | 2832
met4 | 2.91 | 174 | 0
[where the power goes]
group / leakage [nW] / internal (mW) / switching [mW] / total [mW]
Clock: 0 / 0 / 0 / 0
Combinational: 2.84 / 0.0667 / 0.0833 / 0.150
Sequential: 0 / 0 / 0 / 0
Total: 2.84 / 0.0667 / 0.0833 / 0.150
[layout by cell type, fill, tap and decap left out, types with 5 or more instances in the layout]
master,instances
inv_1,72
maj3_1,5
a211oi_1,10
or3_1,5
xnor2_1,42
o21ai_0,52
nor3_1,12
clkdlybuf4s50_1,104
nand4_1,21
xor2_1,12
ha_1,99
a31oi_1,15
o22ai_1,5
o21bai_1,5
nand3_1,13
a21oi_1,80
a221oi_1,5
nor2b_1,6
o31ai_1,8
o21a_1,8
o211ai_1,7
a21o_1,33
nand2b_1,5
nor2_1,49
nand2_1,43
buf_4,7
and3_1,7
Power is estimated from default activity; no workload was simulated.
