File: config.mk
export PLATFORM = sky130hd
export DESIGN_NAME = InstructionFetchUnit
export DESIGN_NICKNAME = InstructionFetchUnit
export VERILOG_FILES = /design/flow/design.v
export SDC_FILE = /design/flow/constraint.sdc
export NUM_CORES = 4
export LEC_CHECK = 1
export CORE_UTILIZATION = 30
export SYNTH_MEMORY_MAX_BITS = 65536
File: constraint.sdc
current_design InstructionFetchUnit

set clk_period 5.2
set clk_io_pct 0.2

create_clock -name clk0 -period $clk_period [get_ports {clk}]

set non_clock_inputs [all_inputs -no_clocks]
set_input_delay [expr $clk_period * $clk_io_pct] -clock clk0 $non_clock_inputs
set_output_delay [expr $clk_period * $clk_io_pct] -clock clk0 [all_outputs]
File: design.v
module InstructionFetchUnit (
    input logic clk,
    input logic reset,
    input logic branch_taken,
    input logic [31:0] branch_target,
    output logic [31:0] pc,
    output logic [31:0] instruction
);
    logic [31:0] pc_reg;
    logic [31:0] instruction_memory [0:255];
    initial begin
        instruction_memory[0] = 32'hE3A00001;  
        instruction_memory[1] = 32'hE3A01002;  
    end
    always_ff @(posedge clk or posedge reset) begin
        if (reset) begin
            pc_reg <= 32'b0;
        end else begin
            if (branch_taken) begin
                pc_reg <= branch_target;
            end else begin
                pc_reg <= pc_reg + 4;
            end
        end
    end
    assign pc = pc_reg;
    always_ff @(posedge clk) begin
        instruction <= instruction_memory[pc_reg >> 2];
    end
endmodule
File: run.sh
#!/bin/bash
# OpenROAD 26Q1-2900-gdf79404cd8, Yosys 0.63+post, stock flow scripts
make -C /OpenROAD-flow-scripts/flow DESIGN_CONFIG=/design/flow/config.mk WORK_HOME=/design/flow/orfs finish
==> run summary <==
impl run done, here's what came out: status=completed, layout cell share with drive strength beyond 1=0.05034, critical path type=in -> reg, Pwr per Cell Area=230.3 mW/mm², Via Count=1864, synthesized instance count=236, Post-synth EDFFs=0, largest net degree at the start of global routing=41, Hold-fix buffers, CTS=0, most numerous logic cells after layout=clkdlybuf4s50_1 (69), dfrtp_1 (32), conb_1 (29), Die Size=0.007384 mm², Post-Syn Area=0.002113 mm², Synth Flop Type=dfrtp_1, first-pass GRT wire length=8004 µm, Max Cap Viol=0, initial antenna violation count=0, r2r setup slk=2.86 ns, Crit. End Element=flop, core area=0.006794 mm², Critical Path RT=5.36 ns, YS warnings=1, Hold Crit Class=reg -> reg, Clock Skew=0.01007 ns, HPWL Detailed=3459 µm, # resized after CTS=0, die height=85.93 µm, yosys cell count=236, Avg Inst Size Synth=8.955 µm², 1st-iter DRT viols=90, Lkg Pwr=1.085 nW, grt total ovfl=0, min Tclk post-route=2.920 ns, Arrival @ worst endpoint=3.08 ns, drt total wl=4847 µm, Place WS=1.988 ns, Fillers=674, CTS tree=yes, number of core rows=30, WL/cell=12.30 µm, RSZ-0062 raised after global routing=no, # DRC=0, FP Core Util=0.3110, startpoint types=primary input, IO Count=99, Clock Latency Late Sink=0.28 ns, max-slew violation count=0, Async S/R FF share, synth=0.9412, IO buf count=69, max_slew headroom=0.5313, Sink Count=34, Power, Total=0.0006512 W, Largest register FFs=32, Yosys reg bits=34, cts bufs inserted=5, synthesis area per yosys=0.002113 mm², drt pass-1 iters=4, # diodes=0, Top cell excl fill/tap=clkdlybuf4s50_1, Tot GR Track Use=0.1378, Worst-path clk slew=0.06 ns, maximum clock frequency=0.3425 GHz, Crit Path Max Fanout=40, tool warnings=25, final setup vio count=0, Tcrit/Tclk final=0.5615, synthesis-to-finish area growth=33.81%, Root Buffer Master=clkbuf_8, measured slew at the worst slew-check pin=0.6988 ns, register share after synthesis=0.3979, Horiz. Die Dim=85.93 µm, Setup Total Neg Slack=0 ns, Hold Fails Final Rpt=0, vias in the first global route=1665, vias per inst=4.731, total setup buffers inserted after CTS=0, VDD IR max=0.0001209 V, final worst setup slack=2.280 ns, Synth cell types=38, ANT nets after route=0, H-Tree Depth=2, GPL Wtd Cong=0.7643, Clock Path Buffers=2, Final Core Density=0.4162
-- critical path, cell delays in order --
cell and delay (ns):
clkdlybuf4s50_1 0.45, buf_4 0.32, clkinv_1 0.66, o211a_1 0.35
a211o_1 0.25
-- Yosys cell counts (2+ instances only) --
cell type | number | share of area
a31oi_1 | 11 | 0.033
and2_1 | 4 | 0.012
and4_1 | 5 | 0.021
buf_4 | 30 | 0.11
buf_6 | 2 | 0.011
clkbuf_1 | 11 | 0.020
conb_1 | 2 | 0.0036
dfrtp_1 | 32 | 0.38
dfxtp_1 | 2 | 0.019
inv_1 | 3 | 0.0053
mux2_2 | 3 | 0.016
nand2_1 | 24 | 0.043
nand3_1 | 10 | 0.024
nand4_1 | 13 | 0.038
nor2_1 | 13 | 0.023
o211a_1 | 2 | 0.0095
o211ai_1 | 3 | 0.011
o21ai_0 | 13 | 0.031
o31a_1 | 2 | 0.0083
o31ai_1 | 10 | 0.036
or4_1 | 15 | 0.053
xnor2_1 | 3 | 0.012
xor2_1 | 8 | 0.033
-- area by class of cell --
type,count,area [µm²],area share
repair buffers,71,705.7,0.2496
multi-input cells,180,1062,0.3757
inverters,5,18.77,0.006637
well taps,96,120.1,0.04248
flip-flops and latches,34,840.8,0.2973
clock buffers,8,80.08,0.02832
-- report_power, final --
group | internal, W | switching [W] | total [W]
combinational | 0.0000937 | 0.0000447 | 0.000138
sequential | 0.000290 | 0.0000371 | 0.000328
clock | 0.0000951 | 0.0000900 | 0.000185
-- path summary, 6_finish.rpt --
path	startpoint	to	depth (start not counted)
max	branch_taken	pc_reg[18]$_DFF_PP0_	5
min	pc_reg[1]$_DFFE_PP0P_	pc_reg[1]$_DFFE_PP0P_	1
max reg2reg	pc_reg[2]$_DFF_PP0_	pc_reg[31]$_DFF_PP0_	4
min reg2reg	pc_reg[1]$_DFFE_PP0P_	pc_reg[1]$_DFFE_PP0P_	1
max in group asynchronous	reset	pc_reg[1]$_DFFE_PP0P_	3
min in group asynchronous	reset	pc_reg[30]$_DFF_PP0_	3
-- per-layer routing --
| layer | GRT usage | routed length, µm |
|---|---|---|
| met1 | 0.2040 | 2264 |
| met2 | 0.2201 | 2247 |
| met3 | 0.02832 | 283 |
| met4 | 0.01515 | 53 |
| met5 | 0 | 0 |
-- logic make-up (layout without fill, tap and decap cells) --
| family | count (synthesis) | after routing | share of synthesized area |
|---|---|---|---|
| simple gates | 93 | 93 | 0.2475 |
| buf+inv | 49 | 84 | 0.1474 |
| other cells | 2 | 29 | 0.003554 |
| compound gates | 43 | 43 | 0.1362 |
| xor+xnor | 11 | 11 | 0.04559 |
| mux | 3 | 3 | 0.01598 |
| flops | 34 | 34 | 0.3979 |
| fa+ha+maj | 1 | 1 | 0.005920 |
-- through the flow --
stage                     hold slack (ns)  area, µm²  std cells
after floorplan                    0.4201       2215        263
after global placement             0.5004       2748        386
after detailed placement           0.5015       2748        386
after CTS                          0.5216       2828        394
after global routing               0.5506       2828        394
final                              0.5176       2828        394
Power is estimated from default activity; no workload was simulated.
